==> flow/design.v <==
module ALU(out, zero, overflow, carryOut, negative, busA, busB, Ctrl);
	output [31:0] out;
	output zero, overflow, carryOut, negative;
	input [31:0] busA, busB;
	input [2:0] Ctrl;
	parameter NOP = 3'b000;
	parameter ADD = 3'b001;
	parameter SUB = 3'b010;
	parameter AND = 3'b011;
	parameter OR = 3'b100;
	parameter XOR = 3'b101;
	parameter SLT = 3'b110;
	parameter SLL = 3'b111;
	wire [31:0] outMux[6:0];
	wire [6:0] enable;
	wire operator;
	assign enable = (Ctrl == NOP) ? 7'b1111111 : 
						 (Ctrl == ADD) ? 7'b1111101 : 
						 (Ctrl == SUB) ? 7'b1111101 : 
						 (Ctrl == AND) ? 7'b1111011 : 
						 (Ctrl == OR) ? 7'b1110111 : 
						 (Ctrl == XOR) ? 7'b1101111 : 
						 (Ctrl == SLT) ? 7'b1011111 : 7'b0111111;
	assign operator = (Ctrl == SUB) ? 1'b1 : 1'b0;
	assign outMux[0] = 32'b0;
	arithmatic arm (outMux[1], carryOut, overflow, busA, busB, operator, enable[1]);
	andOperation andO (outMux[2], busA, busB, enable[2]);
	orOperation orO (outMux[3], busA, busB, enable[3]);
	xorOperation xorO (outMux[4], busA, busB, enable[4]);
	SLT slt (outMux[5], busA, busB, enable[5]);
	SLL sll (outMux[6], busA, busB[1:0], enable[6]);
	assign out = (Ctrl == NOP) ? outMux[0] : 
					 (Ctrl == ADD) ? outMux[1] : 
					 (Ctrl == SUB) ? outMux[1] : 
					 (Ctrl == AND) ? outMux[2] : 
					 (Ctrl == OR) ? outMux[3] : 
					 (Ctrl == XOR) ? outMux[4] : 
					 (Ctrl == SLT) ? outMux[5] : outMux[6];
	assign negative = out[31];
	assign zero = (out == 32'b0);
endmodule
module EX (aluResult_ex, 
			  writeDataToSRAM_ex, 
			  branchTrue_ex, 
			  jumpAddr_ex,
			  writeRegOut_ex,
			  zero_ex, 
			  overflow_ex, 
			  carryOut_ex, 
			  negative_ex,
			  readData1_ex, 
			  readData2_ex, 
			  signExtendedInst_ex,
			  instruction_ex,
			  icm_pc_ex,
			  writeDataToReg_wb,
			  aluResult_mem,
			  readReg2_ex,
			  writeReg_ex,
			  ALUCtrl,
			  ALUSrc,
			  RegDst,
			  ForwardA, 
			  ForwardB);
	output [31:0] aluResult_ex, branchTrue_ex, writeDataToSRAM_ex, jumpAddr_ex;
	output [4:0] writeRegOut_ex;
	output zero_ex, overflow_ex, carryOut_ex, negative_ex;
	input [31:0] readData1_ex, readData2_ex, signExtendedInst_ex, instruction_ex, icm_pc_ex;
	input [31:0] writeDataToReg_wb, aluResult_mem;
	input [4:0] readReg2_ex, writeReg_ex;
	input [2:0] ALUCtrl;
	input [1:0] ForwardA, ForwardB;
	input ALUSrc, RegDst;
	wire [31:0] sft_signExtendedInst_ex, sft_instruction;
	assign sft_instruction = instruction_ex << 2;
	assign jumpAddr_ex[27:0] = sft_instruction[27:0];
	assign jumpAddr_ex[31:28] = icm_pc_ex[31:28];
	assign sft_signExtendedInst_ex = signExtendedInst_ex << 2;
	assign branchTrue_ex = sft_signExtendedInst_ex + icm_pc_ex;
	assign writeDataToSRAM_ex = operand2_fwd;
	assign writeRegOut_ex = RegDst ? writeReg_ex : readReg2_ex;
	wire [31:0] operand1, operand2;
	wire [31:0] operand1_fwd, operand2_fwd;
	assign operand1_fwd = (ForwardA == 2'b00) ? readData1_ex : 
								 (ForwardA == 2'b01) ? writeDataToReg_wb : aluResult_mem;
	assign operand2_fwd = (ForwardB == 2'b00) ? readData2_ex : 
								 (ForwardB == 2'b01) ? writeDataToReg_wb : aluResult_mem;
	assign operand1 = operand1_fwd;
	mux2_1 ALUSrc_mux (operand2, operand2_fwd, signExtendedInst_ex, ALUSrc);
	ALU alu (aluResult_ex, 
				zero_ex, 
				overflow_ex, 
				carryOut_ex, 
				negative_ex, 
				operand1, 
				operand2, 
				ALUCtrl);
endmodule
module SLL(out, data, position, enable);
	output [31:0] out;
	input [31:0] data;
	input [1:0] position;
	input enable;
	wire [31:0] transitData1, transitData2;
	generate 
	genvar i;
	for(i = 0; i < 32; i++) begin: enableData
	assign transitData1[i] = ~enable & data[i];
	end
	endgenerate
	wire [33:0] leftShift1;
	wire [32:0] leftShift2;
	assign leftShift1[0] = 1'b0;
	assign leftShift1[1] = 1'b0;
	generate 
	genvar j;
	for(j = 2; j < 34; j++) begin: layer1
	assign leftShift1[j] = transitData1[j - 2];
	end
	endgenerate
	assign transitData2 = position[1] ? leftShift1[31:0] : transitData1;
	assign leftShift2[0] = 1'b0;
	generate
	genvar k;
	for(k = 1; k < 33; k++) begin: layer2
	assign leftShift2[k] = transitData2[k - 1];
	end
	endgenerate
	assign out = position[0] ? leftShift2[31:0] : transitData2;
endmodule
module SLT(out, data0, data1, enable);
	output [31:0] out;
	input [31:0] data0, data1;
	input enable;
	wire [32:0] en;
	wire [31:0] bitIfLess;
	assign en[32] = ~enable;
	generate
	genvar i;
	for(i = 31; i >= 0; i--) begin: cp
	comparator cpt (bitIfLess[i], en[i], data0[i], data1[i], en[i + 1]);
	end
	endgenerate
	assign out[0] = (bitIfLess[0] |
						 bitIfLess[1] |
						 bitIfLess[2] |
						 bitIfLess[3] |
						 bitIfLess[4] |
						 bitIfLess[5] |
						 bitIfLess[6] |
						 bitIfLess[7] |
						 bitIfLess[8] |
						 bitIfLess[9] |
						 bitIfLess[10] |
						 bitIfLess[11] |
						 bitIfLess[12] |
						 bitIfLess[13] |
						 bitIfLess[14] |
						 bitIfLess[15] |
						 bitIfLess[16] |
						 bitIfLess[17] |
						 bitIfLess[18] |
						 bitIfLess[19] |
						 bitIfLess[20] |
						 bitIfLess[21] |
						 bitIfLess[22] |
						 bitIfLess[23] |
						 bitIfLess[24] |
						 bitIfLess[25] |
						 bitIfLess[26] |
						 bitIfLess[27] |
						 bitIfLess[28] |
						 bitIfLess[29] |
						 bitIfLess[30]) &
						 ~bitIfLess[31];
endmodule
module andOperation (out, operandOne, operandTwo, enable);
	input [31:0] operandOne, operandTwo;
	input enable;
	output [31:0] out;
	assign out = ( operandOne & operandTwo ) & ( ~enable );
endmodule
module arithmatic(Sum, Cout, Overflow, A, B, Sel, Enable);
	output wire [31:0] Sum;
	output wire Cout, Overflow;
	input wire [31:0] A;
	input wire [31:0] B;
	input wire Sel, Enable;
	wire [31:0] P, G, newB;
	wire [32:0] C;
	assign C[0] = 1'b0 & ~Enable;
	assign newB = Sel ? (~B + 1) : B;
	generate 
	genvar i;
	for (i = 0; i < 32; i++) begin: calculate0
		partialFullAdder add0 (P[i], G[i], A[i], newB[i], C[i], Enable);
		assign C[i+1] = (G[i] | (P[i] & C[i])) & (~Enable);
		assign Sum[i] = (P[i] ^ C[i]) & (~Enable);
	end
	endgenerate
	assign Cout = C[32] & ~Enable;
	assign Overflow = (Cout ^ C[31]) & (~Enable);
endmodule
module comparator (ifLess, ifEqual, bit0, bit1, enable);
	output ifLess, ifEqual;
	input bit0, bit1, enable;
	assign ifLess = enable & (~bit0 & bit1);
	assign ifEqual = enable & (bit0 ~^ bit1);
endmodule
module mux2_1 (c, a, b, sel);
	output [31:0] c;
	input [31:0] a, b;
	input sel;
	wire [31:0] o1, o2;
	wire nsel, ysel;
	not n1 (nsel, sel);
	buf n2 (ysel, sel);
	generate
	genvar i;
	for(i = 0; i < 32; i++) begin: mux21
		and a1 (o1[i], a[i], nsel);
		and a2 (o2[i], b[i], ysel);
		or out (c[i], o1[i], o2[i]);
	end
	endgenerate
endmodule
module orOperation (out, operandOne, operandTwo, enable);
	input [31:0] operandOne, operandTwo;
	input enable;
	output [31:0] out;
	assign out = (operandOne | operandTwo) & ( ~enable );
endmodule
module partialFullAdder(P, G, A, B, Cin, Enable);
	output wire P, G;
	input A, B, Cin, Enable;
	assign P = (A ^ B) & (~Enable);
	assign G = (A & B) & (~Enable);
endmodule 
module xorOperation (out, operandOne, operandTwo, enable);
	input [31:0] operandOne, operandTwo;
	input enable;
	output [31:0] out;
	assign out = ( operandOne ^ operandTwo ) & ( ~enable );
endmodule
==> flow/run.sh <==
#!/bin/bash
# OpenROAD 26Q1-2900-gdf79404cd8, Yosys 0.63+post, stock flow scripts
make -C /OpenROAD-flow-scripts/flow DESIGN_CONFIG=/design/flow/config.mk WORK_HOME=/design/flow/orfs finish
==> flow/config.mk <==
export PLATFORM = sky130hd
export DESIGN_NAME = EX
export DESIGN_NICKNAME = EX
export VERILOG_FILES = /design/flow/design.v
export SDC_FILE = /design/flow/constraint.sdc
export NUM_CORES = 4
export LEC_CHECK = 1
export CORE_AREA = 10 10 206 206
export DIE_AREA = 0 0 216 216
==> flow/constraint.sdc <==
current_design EX

set clk_period 30.6
set clk_io_pct 0.2

create_clock -name clk0 -period $clk_period

set non_clock_inputs [all_inputs -no_clocks]
set_input_delay [expr $clk_period * $clk_io_pct] -clock clk0 $non_clock_inputs
set_output_delay [expr $clk_period * $clk_io_pct] -clock clk0 [all_outputs]
==> notes.md <==
Implementation run completed; key figures follow.

Placed design:
- The run gives the count of input and output buffers as 316.
- The run puts the placed wire-length estimate after detailed placement at 35.9 mm.
- OpenSTA, run right after detailed placement, puts the worst setup slack at 2540 ps.
- Once placement completed, the tool counted placed cells totaling 2089.
- The run puts the routability-driven placement congestion ratio at 0.917.

Cells and area:
- The design has 0 sequential cells.
- Per the final layout report, the fraction of cells sized above drive strength 1 comes to 5.20%.
- The run gives the synthesis-to-finish area growth as 36.3%.
- The run puts the final-layout clock buffer total at 0.
- The run gives the non-filler instance count after layout as 2090.
- Per the layout area report, the register area comes to 0 um^2.
- The layout report lists the multi-input gate area as 8340 um^2.
- The run puts the final-layout fill cell count at 3979.

Die:
- The run gives the horizontal die size as 216 um.
- The run puts the core box area at 37800 um^2.
- After floorplanning, the die was sized to cover 46700 um^2.
- The run puts the count of pins on the block boundary at 380.
- The run puts the fraction of the core area occupied by cells at floorplan at 24.8%.
- The vertical die dimension reported for this design is 216 um.
- The run gives the number of cell rows as 71.

CTS:
- The run puts the number of gates resized after cts at 0.
- The run puts the count of hold buffers inserted by post-cts repair at 0.
- The run puts the number of buffers added for setup after CTS at 0.

Synthesis:
- The portion of synthesized area spent on multiplexers is 13.8%.
- The run gives the summed standard-cell area reported by yosys as 9370 um^2.
- The synthesized netlist handed to floorplanning was reported with a cell count of 1342.
- Per the synthesis report, the number of distinct cell types is 68.
- The run gives the mean post-synth cell area as 6.98 um^2.
- The run puts the post-synthesis share of cell area spent on and, or, nand and nor gates at 17.0%.
- The run gives the number of warnings reported in the yosys synthesis log as 32.
- The synthesis run identifies the leading combinational cell family as AND-OR/OR-AND gates.
- The run gives the netlist area before placement as 9370 um^2.
- The run puts the cell count listed in synth_stat.txt at 1342.
- Of the synthesized area, sequential elements account for 0%.
- In this run, the synthesized area fraction spent on xor and xnor cells is recorded as 5.33%.
- Of all cell types, the one taking the most synthesized area is sky130_fd_sc_hd__ha_1.
- In the post-synthesis netlist, the biggest area contributors are sky130_fd_sc_hd__ha_1 25%, sky130_fd_sc_hd__mux2i_1 11%, sky130_fd_sc_hd__a21oi_1 6.4%.
- In this run, the synthesized area fraction spent on AND-OR/OR-AND gates is recorded as 27.1%.
- After synthesis, the largest area contributor takes up 25.4% of total cell area.
- After Yosys synthesis, full adders, half adders and majority gates account for 25.6% of the synthesized area.

Critical path:
- The worst setup path is of the input port to output pin kind.
- The run gives the largest incremental delay on the critical path as 680 ps.
- The run gives the endpoint kind of the worst setup timing path as an output pin.
- The run gives the required time of the worst setup path as 24480 ps.
- On the critical path, the stage with the largest delay is an instance of sky130_fd_sc_hd__o221a_2.
- The run puts the number of buffers and inverters on the critical path at 4.
- Grouping stages by cell kind, the critical path spends the most delay in AND-OR/OR-AND gates.
- The run gives the type of element launching the critical path as an input port.
- The run gives the data arrival time of the critical path as 21920 ps.
- The run gives the maximum fanout encountered on the critical timing path as 31.
- The cell that appears most often on the critical path is sky130_fd_sc_hd__ha_1.

Pwr:
- The run gives the highest ir drop seen on vdd as 0.00901 mV.
- The run puts the switching power as a share of total power at 50.5%.
- Cell internal power was estimated by the tool at 0.122 mW.
- The run gives the total power divided by cell area as 19.3 nW/um^2.
- The run puts the reported leakage power at 5.83 nW.
- The run puts the switching power total at 0.125 mW.

Drt:
- The run gives the detailed-router iteration count before antenna repair as 5.
- Per the log, the first TritonRoute iteration ended with a DRC count of 573.
- Summed over all layers, the routed wires come to 42.9 mm.
- Dividing the detail-routed wire length by the instance count gives 20.5 um.
- The run puts the total vias in the final route at 10400.
- The run gives the number of vias per cell as 4.95.
- The run gives the number of design rule violations left after detail routing as 0.
- The run puts the number of nets with antenna violations after detailed routing at 0.

Final timing:
- The run puts the measured slew at the worst slew-check pin at 952 ps.
- The run gives the final number of max-transition violations as 0.
- The run puts the final-layout setup total negative slack at 0 ps.
- The run gives the shortest period the worst path allows as 28040 ps.
- Static timing analysis puts the maximum clock frequency at 35.7 MHz.
- The run puts the minimum setup slack in the final design at 2560 ps.
- The worst-case max-slew headroom was logged as 36.5%.
- The run gives the number of hold violations in the final report as 0.
- Setup repair after global routing left no endpoint under its margin.
- The run puts the post-route fraction of the period consumed by the critical path at 91.6%.
- In the final report, the number of endpoints failing setup comes to 0.

GRT:
- Entering global routing, the biggest net connects 66 pins.
- The run gives the overflow left after global routing as 0.
- The run gives the aggregate global-route resource usage as 17.9%.
- The run gives the via count of the first global-routing pass as 10500.
- The run gives the wire length of the first global-routing pass as 64.9 mm.
- The run gives the initial antenna violation count as 0.

Status:
- The flow ran to the end, and the final reports show no timing, DRC or antenna violations.

Flow run:
- The run puts the number of warning messages in the logs at 104.
- In this run the maximum-capacitance check reported violations numbering 0.

Worst hold path:
- STA reports the tightest min-delay check as being of type input port to output pin.
cells in the final DEF (no fill, tap or decap), types with 12 or more instances in the layout:
cell | netlist | final
sky130_fd_sc_hd__clkdlybuf4s50_1 | 0 | 308
sky130_fd_sc_hd__nor2b_1 | 15 | 15
sky130_fd_sc_hd__mux2_2 | 20 | 20
sky130_fd_sc_hd__nor3_1 | 14 | 14
sky130_fd_sc_hd__o21a_1 | 50 | 50
sky130_fd_sc_hd__o21ai_0 | 93 | 93
sky130_fd_sc_hd__xnor2_1 | 55 | 55
sky130_fd_sc_hd__a22o_1 | 12 | 12
sky130_fd_sc_hd__buf_4 | 38 | 30
sky130_fd_sc_hd__mux2i_1 | 101 | 101
sky130_fd_sc_hd__inv_1 | 114 | 114
sky130_fd_sc_hd__ha_1 | 190 | 190
sky130_fd_sc_hd__a21oi_1 | 119 | 118
sky130_fd_sc_hd__and2_1 | 37 | 37
sky130_fd_sc_hd__nand3_1 | 18 | 18
sky130_fd_sc_hd__nor2_1 | 87 | 87
sky130_fd_sc_hd__nand2_1 | 125 | 125
Yosys cell counts, types with 7 or more instances:
| master | number |
|---|---|
| sky130_fd_sc_hd__nor2_1 | 87 |
| sky130_fd_sc_hd__and2_1 | 37 |
| sky130_fd_sc_hd__nor4_1 | 11 |
| sky130_fd_sc_hd__ha_1 | 190 |
| sky130_fd_sc_hd__o221ai_1 | 9 |
| sky130_fd_sc_hd__a211oi_1 | 11 |
| sky130_fd_sc_hd__mux2_2 | 20 |
| sky130_fd_sc_hd__xnor2_1 | 55 |
| sky130_fd_sc_hd__o22ai_1 | 11 |
| sky130_fd_sc_hd__a21oi_1 | 119 |
| sky130_fd_sc_hd__o21a_1 | 50 |
| sky130_fd_sc_hd__o21ai_0 | 93 |
| sky130_fd_sc_hd__nand2b_1 | 9 |
| sky130_fd_sc_hd__a31oi_1 | 11 |
| sky130_fd_sc_hd__a21o_1 | 7 |
| sky130_fd_sc_hd__o31ai_1 | 11 |
| sky130_fd_sc_hd__o221a_2 | 7 |
| sky130_fd_sc_hd__nor3_1 | 14 |
| sky130_fd_sc_hd__o211ai_1 | 8 |
| sky130_fd_sc_hd__buf_1 | 15 |
| sky130_fd_sc_hd__nand2_1 | 125 |
| sky130_fd_sc_hd__buf_4 | 38 |
| sky130_fd_sc_hd__nand3_1 | 18 |
| sky130_fd_sc_hd__inv_1 | 114 |
| sky130_fd_sc_hd__clkbuf_1 | 41 |
| sky130_fd_sc_hd__mux2i_1 | 101 |
| sky130_fd_sc_hd__a22o_1 | 12 |
| sky130_fd_sc_hd__buf_2 | 13 |
| sky130_fd_sc_hd__nor2b_1 | 15 |
metrics by stage:
step	total power, mW	hold WS (ps)	utilization (%)	area (um^2)
after floorplan	0.130	12310	-	9380
after global placement	0.245	12240	33.8	12800
after detailed placement	0.246	12240	33.8	12800
after CTS	0.248	12240	33.8	12800
after global routing	0.273	12240	33.8	12800
final	0.247	12240	33.8	12800
area by class of cell:
type                            instances  share of cell area, %
Tap cell                              511                   5.01
Multi-Input combinational cell       1115                   65.3
Inverter                              117                   3.44
Timing Repair Buffer                  346                   26.2
Antenna cell                            1                 0.0196
worst paths after layout:
path,cells after the start,slack (ps),start,end
worst max-delay path,78,2560,ALUSrc,zero_ex
worst min-delay path,0,12240,icm_pc_ex[0],branchTrue_ex[0]
power by group through the flow:
stage	Combinational [mW]	Sequential [mW]	Clock, mW
CTS	0.248	0	0
global route	0.273	0	0
kinds of logic after synthesis:
kind of cell,after synthesis
AOI/OAI and AO/OA,398
xor gates and xnor gates,57
and+or+nand+nor,342
muxes,125
adders and majority gates,191
other,1
buffers and inverters,228
per-layer routing:
metal | wire length, um | global-route usage (%) | vias to the layer above
met5 | 0 | 0 | -
met4 | 665 | 2.42 | 0
met3 | 3430 | 4.51 | 37
met2 | 19200 | 28.9 | 383
met1 | 19600 | 24.1 | 4727
li1 | - | - | 5206
Power figures rest on the tool's default switching activity, not on a simulated workload.
