File: design.v
module IF(instruction, 
			 icm_pc, 
			 clk, 
			 reset, 
			 branchSel, 
			 Jump, 
			 JumpReg, 
			 PCWrite,
			 branchTrue, 
			 icm_pc_wb,
			 readData1_ex,
			 jumpAddr_wb,
			 pcProbe);
	output [31:0] instruction, icm_pc;
	input [31:0] branchTrue, readData1_ex, jumpAddr_wb, icm_pc_wb;
	input clk, reset;
	input branchSel, Jump, JumpReg, PCWrite;
	output [31:0] pcProbe;
	assign pcProbe = p_counter;
	reg [31:0] p_counter, n_counter;
	wire [31:0] sft_instruction, sft_signExtendedInst;
	wire [31:0] branchTrue, branchFalse;
	wire [31:0] jumpTrue, jumpFalse;
	wire [31:0] jumpRegTrue, jumpRegFalse;
	pc program_counter (p_counter, clk, reset, PCWrite, n_counter);
	assign icm_pc = p_counter + 32'b100;  
	assign branchFalse = icm_pc;
	mux2_1 branch_mux (jumpFalse, branchFalse, branchTrue, branchSel);  
	assign jumpTrue = jumpAddr_wb;
	mux2_1 jump_mux (jumpRegFalse, jumpFalse, jumpTrue, Jump);  
	assign jumpRegTrue = readData1_ex << 2;
	mux2_1 jumpReg_mux (n_counter, jumpRegFalse, jumpRegTrue, JumpReg);  
	reg [31:0] instruction;
	instruction_mem im (instruction, reset, p_counter[8:2]);
endmodule
module instruction_mem(instruction, reset, im_readAddr);
	output [31:0] instruction;
	input [6:0] im_readAddr;
	input reset;
	reg [31:0] mem[127:0];
	assign mem[0] = 32'b00100000000100000000000000000111;
	assign mem[1] = 32'b00100000000010000000000000000111;
	assign mem[2] = 32'b10101110000010000000000000000000;
	assign mem[3] = 32'b10001110000010000000000000000000;
	assign mem[4] = 32'b00100000000100010000000000000101;
	assign mem[5] = 32'b00100000000010010000000000000101;
	assign mem[6] = 32'b10101110001010010000000000000000;
	assign mem[7] = 32'b10001110001010010000000000000000;
	assign mem[8] =  32'b00100000000100100000000000000011;
	assign mem[9] =  32'b00100000000010100000000000000011;
	assign mem[10] = 32'b10101110010010100000000000000000;
	assign mem[11] = 32'b10001110010010100000000000000000;
	assign mem[12] = 32'b00100000000100110000000000000101;
	assign mem[13] = 32'b00100000000010110000000000000101;
	assign mem[14] = 32'b10101110011010110000000000000000;
	assign mem[15] = 32'b10001110011010110000000000000000;
	assign mem[16] = 32'b00000010011000001100000000100000;
	assign mem[17] = 32'b00100000000101000101101001011010;
	assign mem[18] = 32'b00100000000011000101101001011010;
	assign mem[19] = 32'b10101110100011000000000000000000;
	assign mem[20] = 32'b10001110100011000000000000000000;
	assign mem[21] = 32'b00100000000101010110011101100111;
	assign mem[22] = 32'b00100000000011010110011101100111;
	assign mem[23] = 32'b10101110101011010000000000000000;
	assign mem[24] = 32'b10001110101011010000000000000000;
	assign mem[25] = 32'b00100000000101100000000000111100;
	assign mem[26] = 32'b00100000000011100000000000111100;
	assign mem[27] = 32'b10101110110011100000000000000000;
	assign mem[28] = 32'b10001110110011100000000000000000;
	assign mem[29] = 32'b00100000000101110000000011111111;
	assign mem[30] = 32'b00100000000011110000000011111111;
	assign mem[31] = 32'b10101110111011110000000000000000;
	assign mem[32] = 32'b10001110111011110000000000000000;
	assign mem[33] = 32'b00000001000010010001000000100010;
	assign mem[34] = 32'b00100000000110010000000000000011;
	assign mem[35] = 32'b00011100010110010000000000000100;
	assign mem[36] = 32'b00000001010110010101000000000000;
	assign mem[37] = 32'b00100000000010110000000000000111;
	assign mem[38] = 32'b00000001100011010111000000100100;
	assign mem[39] = 32'b00001000000000000000000000101011;
	assign mem[40] = 32'b00100001010010100000000000000100;
	assign mem[41] = 32'b00000001010110010101100000100010;
	assign mem[42] = 32'b00000001100011010111000000100101;
	assign mem[43] = 32'b00000001000010010100000000100000;
	assign mem[44] = 32'b00000001100011010001100000100110;
	assign mem[45] = 32'b00000000011011110111000000100100;
	always@(*)
	if(reset)
	instruction <= mem[im_readAddr];
	else 
	instruction <= 32'b0;
endmodule
module mux2_1 (c, a, b, sel);
	output [31:0] c;
	input [31:0] a, b;
	input sel;
	wire [31:0] o1, o2;
	wire nsel, ysel;
	not n1 (nsel, sel);
	buf n2 (ysel, sel);
	generate
	genvar i;
	for(i = 0; i < 32; i++) begin: mux21
		and a1 (o1[i], a[i], nsel);
		and a2 (o2[i], b[i], ysel);
		or out (c[i], o1[i], o2[i]);
	end
	endgenerate
endmodule
module pc(out, clk, reset, PCWrite, in);
	output [31:0] out;
	input [31:0] in;
	input clk, reset, PCWrite;
	always@(posedge clk)
	if(reset) begin
		if(!PCWrite)
			out <= in;
		else 
			out<= out;
	end
	else 
		out <= 32'b0;
endmodule
File: config.mk
export PLATFORM = sky130hd
export DESIGN_NAME = IF
export DESIGN_NICKNAME = IF
export VERILOG_FILES = /design/flow/design.v
export SDC_FILE = /design/flow/constraint.sdc
export NUM_CORES = 4
export LEC_CHECK = 1
export CORE_AREA = 10 10 145 145
export DIE_AREA = 0 0 155 155
File: run.sh
#!/bin/bash
# OpenROAD 26Q1-2900-gdf79404cd8, Yosys 0.63+post, stock flow scripts
make -C /OpenROAD-flow-scripts/flow DESIGN_CONFIG=/design/flow/config.mk WORK_HOME=/design/flow/orfs finish
File: constraint.sdc
current_design IF

set clk_period 6.8
set clk_io_pct 0.2

create_clock -name clk0 -period $clk_period [get_ports {clk}]

set non_clock_inputs [all_inputs -no_clocks]
set_input_delay [expr $clk_period * $clk_io_pct] -clock clk0 $non_clock_inputs
set_output_delay [expr $clk_period * $clk_io_pct] -clock clk0 [all_outputs]
==> flow_summary.toml <==
# physical design summary
[worst_setup_path]
regToRegSetupSlack_ns = 4.30
cp-start-kind = "primary input"
critPathBufInv = 4
cp_slowest_stage_delay_ns = 0.49
r2r_end = "program_counter.out[26]$_SDFFE_PN0N_"
timing.rr.start = "program_counter.out[5]$_SDFFE_PN0N_"
crit_cells = 7
crit_slowest_cell = "clkdlybuf4s50_1"
crit_arrival_ns = 3.48
path_cells = "clkdlybuf4s50_1 -> inv_1 -> buf_4 -> a2111oi_0 -> nand4bb_1 -> o21ai_0 -> clkdlybuf4s50_1"
cp_common_cell = "clkdlybuf4s50_1"
endpoint = "instruction[1]"
rr_worst_depth = 6
crit_path_start = "reset"
cp.required_ns = 5.44
critPathTopFamily = "buffers and inverters"
worstSetupPathType = "in2out"
end_kind = "output port"
crit_fanout = 25

[logic_synthesis]
synth_flop_count = 32
ys_types = 65
ys.flop_type = "dfxtp_1"
yosys_warnings = 2678
yosysCellCount = 552
netlist_instances = 552
async_flop_share_pct = 0
synth_area_um2 = 3770
synth-edff-count = 0
ys_chip_area_um2 = 3770
ys_seq_share_pct = 17.0
syn_avg_cell_area_um2 = 6.83

[floorplanning]
fp_util_pct = 21.0
chipWidth_um = 155
pin_count = 230
placeableCoreArea_um2 = 18000
rows = 49
fp.dieH_um = 155
die_area_um2 = 24000

[clock_tree]
cts_tree = "built"
root_buffer = "clkbuf_16"
clock.latency.late_pin_ns = 0.28
cts_sinks = 32
cts_setup_buffers = 0
cts_buffers = 5
clock_path_buffers = 2
htreeDepth = 2
ctsHoldBuffers = 0
cts_resized = 0
path_clk_slew_ns = 0.06

[pwr]
p_leak_nw = 2.14
p_int_uw = 584
clock_power_share_pct = 33.6
p_sw_uw = 274
pwr_density_cell_nw_per_um2 = 142
p_comb_share_pct = 39.5
switching_share_pct = 32.0
seqPwrFrac_pct = 26.9
irDropWorstVdd_uv = 81.7

[routing]
drt-total-wl_mm = 20.0
drc_errors = 0
drt_iter0_markers = 465
drt_pass1_iterations = 5
vias = 5020
vias_per_cell = 5.31
drtAntennaViolNets = 0
wl_per_cell_um = 21.1

[final_timing]
layout_setup_ws_ns = 1.96
fin_skew_ns = 0.00539
rsz0062_at_grt = "false"
setup_violations = 0
slew_headroom_pct = 35.3
post-route-period-util_pct = 71.2
hold_viol_final = 0
finalSetupTns_ns = 0
fmax_mhz = 207
worstMarginPinSlew_ns = 0.960
maxSlewViolCount = 0
period_minus_slack_ns = 4.84

[placed_design]
finalWeightedCongestion = 0.949
io_buffers = 194
dp_slack_ns = 1.96
hpwl_mm = 14.9

[cells_and_area]
top_register = "program_counter.out"
reg_top3 = "program_counter.out x32"
final_layout_size_suffix_gt1_share_pct = 6.03
post-route-util_pct = 33.7
area_growth_pct = 60.6
layout_top_cells = "clkdlybuf4s50_1 (193), a21oi_1 (56), nor2_1 (43), nand2_1 (39), o21ai_0 (34)"
largest_reg_flops = 32
layout.cells.most_common = "clkdlybuf4s50_1"

[hold_path]
min_path_type = "reg2reg"

[global_route]
antenna_found_initial = 3
grt_pass1_vias = 4798
grt_pass1_wl_mm = 29.9
grt_usage_pct = 15.8
grt_start_max_net_pins = 46
gr-total-overflow = 0

[run]
tool_warnings = 62
maxCapViolCount = 0

[run_status]
status = "complete, no violations"
[metal layers]
layer / global-route usage, % / vias to the layer above / share of wire (%)
met5: 0 / - / 0
met4: 4.95 / 0 / 3.1
met3: 3.33 / 30 / 7.6
met2: 24.2 / 231 / 46
met1: 21.7 / 2341 / 43
li1: - / 2418 / -
[through the flow]
stage | hold slack (ns) | total power, mW | instances | cell area, µm²
finish | 0.584 | 0.858 | 945 | 6050
global route | 0.633 | 0.904 | 944 | 6050
CTS | 0.591 | 0.865 | 942 | 6040
detailed placement | 0.574 | 0.574 | 934 | 5860
global placement | 0.562 | 0.575 | 934 | 5860
floorplan | 0.505 | 0.371 | 552 | 3770
[final cells by class]
| type | instances | area [µm²] |
|---|---|---|
| Fill cell | 1898 | 11900 |
| Inverter | 14 | 52.6 |
| Antenna cell | 3 | 7.51 |
| Sequential cell | 32 | 641 |
| Multi-Input combinational cell | 451 | 2840 |
| Tap cell | 229 | 287 |
| Clock inverter | 1 | 30.0 |
| Clock buffer | 7 | 153 |
| Timing Repair Buffer | 208 | 2040 |
[worst min-delay path by stage]
stage | from | end | cells after the start
final | program_counter.out[1]$_SDFFE_PN0N_ | program_counter.out[1]$_SDFFE_PN0N_ | 2
after global routing | program_counter.out[1]$_SDFFE_PN0N_ | program_counter.out[1]$_SDFFE_PN0N_ | 2
after CTS | program_counter.out[1]$_SDFFE_PN0N_ | program_counter.out[1]$_SDFFE_PN0N_ | 2
[cell families after synthesis]
group | share of synthesized area, %
other | 0.0995
flip-flops | 17.0
multiplexers | 2.39
AND-OR/OR-AND | 37.8
buffers and inverters | 7.64
XOR/XNOR | 4.88
adder cells (fa/ha/maj) | 1.33
AND/OR/NAND/NOR | 28.8
[power by group through the flow]
stage	Combinational, mW	Sequential (mW)	Clock [mW]
after global routing	0.368	0.234	0.302
after CTS	0.341	0.230	0.293
final	0.339	0.230	0.288
[synthesized netlist by cell type (5+ instances only)]
cell type / number / area (µm²)
a21oi_1: 56 / 280
o21ai_0: 34 / 170
buf_1: 5 / 18.8
xor2_1: 9 / 78.8
and3_1: 9 / 56.3
xnor2_1: 12 / 105
nor2_1: 43 / 161
o211ai_1: 14 / 105
a31oi_1: 6 / 37.5
a21o_1: 6 / 45.0
o31a_1: 5 / 43.8
nand3_1: 24 / 120
buf_2: 8 / 40.0
nor4_1: 8 / 50.1
nor3_1: 20 / 100
clkbuf_1: 37 / 139
nand2_1: 39 / 146
a221oi_1: 5 / 43.8
nor2b_1: 9 / 56.3
inv_1: 13 / 48.8
mux2i_1: 9 / 90.1
buf_4: 5 / 37.5
dfxtp_1: 32 / 641
o21a_1: 17 / 128
or2_2: 11 / 68.8
o221ai_1: 19 / 166
a211oi_1: 8 / 60.1
nand2b_1: 11 / 68.8
o22ai_1: 8 / 50.1
nand4_1: 6 / 37.5
[worst register-to-register path: cells and delay by family, from the launching register on]
kind,cells,cell delay [ns]
flops,1,0.30
simple gates,2,1.00
compound gates,3,0.68
buf+inv,1,0.40
No activity file was given, so power comes from the tool's default toggle rates.
