`/design/flow/design.v`:
```
module demux1_2(a, b, in, sel);
	output [31:0] a, b;
	input [31:0] in;	
	input sel;
	wire in1, in2;
	not l1 (in1, sel);
	buf l2 (in2, sel);
	generate
	genvar i;
	for(i = 0; i < 32; i++) begin: demux12
		and a1 (a[i], in[i], in1);
		and a2 (b[i], in[i], in2);
	end
	endgenerate
endmodule
module demux1_32_1bit (dataIn, sel, in);
	output [31:0] dataIn;
	input [4:0] sel;
	input in;
	wire [1:0] n0;
	wire [3:0] n1;
	wire [7:0] n2;
	wire [15:0] n3;
	demux1_2 d0_0 (n0[0], n0[1], in, sel[4]);
	demux1_2 d1_0 (n1[0], n1[1], n0[0], sel[3]);
	demux1_2 d1_1 (n1[2], n1[3], n0[1], sel[3]);
	generate
	genvar i;
	for(i = 0; i < 4; i++) begin: dmLevel2
	demux1_2 level2 (n2[i * 2], n2[i * 2 + 1], n1[i], sel[2]);
	end
	endgenerate
	generate
	genvar j;
	for(j = 0; j < 8; j++) begin: dmLevel3
	demux1_2 level3 (n3[j * 2], n3[j * 2 + 1], n2[j], sel[1]);
	end
	endgenerate
	generate
	genvar k;
	for(k = 0; k < 16; k++) begin: dmLevel4
	demux1_2 level4 (dataIn[k * 2], dataIn[k * 2 + 1], n3[k], sel[0]);
	end
	endgenerate
endmodule
module rwDemux(readWriteCtrl, addr, wr);
	output [31:0] readWriteCtrl;
	input [4:0] addr;
	input wr;
	wire [31:0] rwCtrl;
	wire wrIn;
	not in (wrIn, wr);
	demux1_32_1bit d (rwCtrl, addr, wrIn);
	generate 
	genvar i;
	for (i = 0; i < 32; i++) begin: wrL
		not wrLine (readWriteCtrl[i], rwCtrl[i]);
	end
	endgenerate
endmodule
```
`/design/flow/run.sh`:
```
#!/bin/bash
# OpenROAD 26Q1-2900-gdf79404cd8, Yosys 0.63+post, stock flow scripts
make -C /OpenROAD-flow-scripts/flow DESIGN_CONFIG=/design/flow/config.mk WORK_HOME=/design/flow/orfs finish
```
`/design/flow/config.mk`:
```
export PLATFORM = sky130hd
export DESIGN_NAME = rwDemux
export DESIGN_NICKNAME = rwDemux
export VERILOG_FILES = /design/flow/design.v
export SDC_FILE = /design/flow/constraint.sdc
export NUM_CORES = 4
export LEC_CHECK = 1
export CORE_AREA = 10 10 70 70
export DIE_AREA = 0 0 80 80
```
`/design/flow/constraint.sdc`:
```
current_design rwDemux

set clk_period 2.1
set clk_io_pct 0.2

create_clock -name clk0 -period $clk_period

set non_clock_inputs [all_inputs -no_clocks]
set_input_delay [expr $clk_period * $clk_io_pct] -clock clk0 $non_clock_inputs
set_output_delay [expr $clk_period * $clk_io_pct] -clock clk0 [all_outputs]
```
==> run summary <==
The full implementation flow was run.

The effective utilization at floorplan stands at 7.58%. The chip area line in the Yosys stat output reads roughly 260 um2. Switching power as a fraction of the total was reported as between 40% and 50%. The filler-free cell count of the finished design stands at 138. The HPWL after detailed placement stands at 1.38 mm. The biggest area contributor in the post-synthesis netlist is sky130_fd_sc_hd__nand2_1. The area of the mapped netlist stands at 259 um2. The routed layout reports a DRC error count of 0. The leakage component of the power was reported as 0.000275 uW.

Recorded from the global router log, the overflow total was 0. The post-route setup TNS stands at 0 ps. Synthesis instantiated 9 different standard cells from the library. The total power density per cell area stands at 86.0 mW/mm2. The share of the synthesized area in the top cell type stands at between 40 and 50%. The maximum clock rate stands at 489 MHz.

Setup repair after global routing could not meet its margin everywhere. The post-route clock period utilization stands at 97.3%. Counting the fill cells in the layout gives 375.

In the per-layer breakdown of the detailed-route log, met1 shows 725 um. The number of clock buffer instances in the layout stands at 0. The first global-routing pass estimated between 2 and 2.5 mm of wire. Per the slew report, the remaining headroom to the max-slew limit stands at between 70% and 80%. The count of maximum capacitance violations stands at 0. The routed layout has 468 vias. On the critical path the data arrives at 1620 ps. Sorting the synthesis cell report by count puts at the top sky130_fd_sc_hd__nand2_1. The logs give a warning total of 33. Summing all flip-flop and latch instances after layout gives 0 um2. For the pin with the worst max-slew slack, the measured transition is 373 ps. In this run the standard cell core region covers 0.00342 mm2.

In the final report, the number of hold violations comes to 0. From synthesis to final layout, the design area changed by 210%. In this run, the clock network consumes 0% of the power.

According to the timing report, the data required time at the worst endpoint equals 1680 ps. Max fanout on the critical path was recorded as 8. The total die size stands at 0.00640 mm2. The boundary pin count stands at 38. The number of iterations in the first detailed-routing pass stands at 4. The analysis attributes to net switching a power of around 33 uW.

Cells with a size suffix above 1 make up a little under a quarter of the layout. STA classifies the critical path endpoint as an output pin. The worst hold path belongs to the class in -> out.

By count the netlist is led by sky130_fd_sc_hd__nand2_1, sky130_fd_sc_hd__and4bb_1, sky130_fd_sc_hd__clkbuf_1, sky130_fd_sc_hd__nor4b_2, sky130_fd_sc_hd__nor2b_1. After its last routability iteration, the placer logged a weighted congestion of 0.722. The number of nets with antenna violations after routing stands at 0. By area the synthesized netlist is led by sky130_fd_sc_hd__nand2_1, sky130_fd_sc_hd__nor4b_2, sky130_fd_sc_hd__and4bb_1. By startpoint and endpoint, the worst setup path is classified as in -> out. The number of antenna violations at the first check in global routing is 0. The all-layer global routing usage stands at 4.39%. The max-slew violation count stands at 0.

The synth_stat.txt file lists the number of cells as about 47. The detailed router reports a met2 wire length of 625 um. The via count normalized by instance count stands at around 3.4.

The detailed router used layers up to and including met3. Per the log, the first TritonRoute iteration ended with a DRC count of 9. In this run the tool buffered the top-level ports with 38 buffer cells.

The total area of multi-input combinational cells stands at between 200 and 300 um2. The worst setup path is launched from a primary input. Per the detailed-route log, wirelength across all metal layers totals around 1.6 mm. The mean area per synthesized cell stands at around 5.5 um2. The number of failing setup endpoints in the final timing report stands at 0. The run finished with clean final reports. The floorplan has 21 rows.

The combinational share of power stands at 100.0%. The synthesis report lists the Yosys warning total as between 90 and 100. The number of cells produced by synthesis stands at 47.

In this run, placement finished with an instance count of approximately 140. Wire segments on met3 add up to 269 um in the final route. In the final routed layout, each cell accounts on average for 11.7 um.

The total inserted antenna cells stands at 0. The internal power of the cells stands at 35.7 uW. The via count of the first global-routing pass came to 434. According to the floorplan report, the die height is about 80 um. The width of the die stands at about 80 um. The minimum clock period after layout stands at 2040 ps. The maximum number of pins on one net before global-route repair stands at 9. The design has 0 sequential cells. The share of total power in sequential cells stands at 0%. Of the synthesized area, sequential elements account for 0%. IR analysis of the VDD net gives a maximum drop of between 0.00007 and 0.00008 V.
[timing repair]
action                     4_1_cts  5_1_grt
pin swaps                        5        2
hold buffers                     0        0
resized                         22       11
setup buffers                    0        1
setup endpoints to repair       32       10
[power groups by stage]
stage                 registers (uW)  logic, uW  clock network [uW]
final                              0       69.0                   0
after global routing               0       75.5                   0
after CTS                          0       66.8                   0
[logic make-up after synthesis]
logic type	Yosys count	share of synthesized area, %
buffers and inverters	3	4.35
and+or+nand+nor	44	95.7
[cell type report]
class              instances  area share (%)
multi-input cells         44            34.9
repair buffers            48            57.9
well taps                 46            7.18
[critical path: stages]
cell and delay [ps]:
sky130_fd_sc_hd__dlygate4sd2_1 240, sky130_fd_sc_hd__buf_6 140, sky130_fd_sc_hd__and4bb_1 330, sky130_fd_sc_hd__nand2_1 70, sky130_fd_sc_hd__clkdlybuf4s50_1 420
[placed cells by master (no fill, tap or decap), drive strengths merged]
| master | count |
|---|---|
| and2 | 1 |
| and4b | 1 |
| and4bb | 3 |
| buf | 11 |
| clkdlybuf4s15 | 2 |
| clkdlybuf4s50 | 20 |
| dlygate4sd2 | 8 |
| dlymetal6s2s | 7 |
| nand2 | 32 |
| nor2 | 1 |
| nor2b | 2 |
| nor4 | 1 |
| nor4b | 3 |
[routing by layer]
layer  up-vias  track usage, %
li1        244               -
met1       199            5.34
met2        25            7.22
met3         0            2.16
met4         0               0
met5         -               0
[through the flow]
step | setup WS, ps | utilization (%) | hold slack (ps) | total power [uW] | area [um2]
2_1_floorplan | 858 | - | 903 | 19.7 | 259
3_5_place_dp | -301 | 22.1 | 2030 | 65.8 | 753
6_report | 56.8 | 23.5 | 1370 | 69.0 | 802
4_1_cts | 35.8 | 22.4 | 1480 | 66.8 | 764
3_3_place_gp | -276 | 22.1 | 2030 | 64.7 | 753
5_1_grt | -12.5 | 23.5 | 1410 | 75.5 | 802
[final timing paths]
kind	start	endpoint	slack (ps)	cells past startpoint
worst max-delay path	wr	readWriteCtrl[15]	60	5
worst min-delay path	addr[3]	readWriteCtrl[10]	1370	5
Power and IR drop assume default switching activity.
